**design/flow/design.v**
```verilog
module fetch (
  input logic clk,
  input logic rstn,
  input logic [31:0] pc_in,
  input logic stall,
  output logic read_enb,
  output logic [31:0] read_addr,
  input logic [31:0] inst_in,
  output logic fetch_ready,
  input logic decode_ready,
  output logic [31:0] pc_out,
  output logic [31:0] inst_out
);
assign read_addr = pc_in >> 2;  
assign read_enb = ~stall;
always_ff @(posedge clk) begin
  if(!rstn) begin
    inst_out <= 32'b0;
    fetch_ready <= 1'b1;
    pc_out <= 32'd0;
  end else begin
    if(!stall) begin
      if(decode_ready) begin
        inst_out <= inst_in;
        pc_out <= pc_in;
      end else begin
        fetch_ready <= 1'b0;
      end
    end
  end
end
endmodule
```
**design/flow/run.sh**
```bash
#!/bin/bash
# OpenROAD 26Q1-2900-gdf79404cd8, Yosys 0.63+post, stock flow scripts
make -C /OpenROAD-flow-scripts/flow DESIGN_CONFIG=/design/flow/config.mk WORK_HOME=/design/flow/orfs finish
```
**design/flow/config.mk**
```make
export PLATFORM = sky130hd
export DESIGN_NAME = fetch
export DESIGN_NICKNAME = fetch
export VERILOG_FILES = /design/flow/design.v
export SDC_FILE = /design/flow/constraint.sdc
export NUM_CORES = 4
export LEC_CHECK = 1
export CORE_UTILIZATION = 50
```
**design/flow/constraint.sdc**
```tcl
current_design fetch

set clk_period 3.9
set clk_io_pct 0.2

create_clock -name clk0 -period $clk_period [get_ports {clk}]

set non_clock_inputs [all_inputs -no_clocks]
set_input_delay [expr $clk_period * $clk_io_pct] -clock clk0 $non_clock_inputs
set_output_delay [expr $clk_period * $clk_io_pct] -clock clk0 [all_outputs]
```
==> notes.md <==
Summary of implementation figures.

Final timing
In the final report, the number of endpoints failing setup comes to 0. The number of pins with negative max-slew slack in the final report is 0. Static timing analysis puts the maximum clock frequency at 0.390 GHz. The worst setup skew after layout is 0 ns. Setup total negative slack on the finished layout was measured at 0 ns. Setup repair after global routing left no endpoint under its margin.

Of the available clock period, the critical path in the final layout requires 0.657. Counting I/O delays and the setup requirement, the final critical path takes 2.56 ns. The number of failing hold endpoints at the final stage is 0.

Route
The number of antenna diodes in the final layout is 0. For this run, the detailed router reports a per-instance via density of 4.70. The remaining routing DRC violations is 0. Once iteration 0 of detailed routing completed, the report listed 100 DRC markers.

The aggregate routed wire length is 6140 um. In the log, the iteration count for the first detailed-route pass is 4. For this block, the via count after detailed routing is 2417. The average wire length per cell after detail routing is 11.9 um. The residual antenna-violating net count after detailed routing is 0.

Floorplanning
The core box area is 5540 um2. The share of the core area taken by cells at floorplan is 0.524. The number of top-level pins is 166. In this run the full chip footprint comes out at 6110 um2. The number of rows in the core area is 27. The die boundary height is 78.2 um. The die is 78.2 um wide.

Critical path
STA classifies the critical path startpoint as a primary input. The internal reg-to-reg setup slack is 3.30 ns. STA lists the maximum fanout along the critical path as 3. According to the timing report, the arrival time at the worst endpoint equals 1.78 ns. For reference, the critical path cell chain is clkdlybuf4s50_1 -> inv_1 -> clkdlybuf4s50_1. At the worst endpoint, the required time is 3.12 ns. STA lists the endpoint of the worst register-to-register path as pc_out[14]$_SDFFE_PN0P_.

The largest individual stage delay along the critical path comes from the cell sky130_fd_sc_hd__clkdlybuf4s50_1. By instance count, the cell type seen most on the critical path is sky130_fd_sc_hd__clkdlybuf4s50_1. The largest single stage delay on the critical path is 0.47 ns. The endpoint class of the critical path is an output port. The path depth of the worst reg2reg path is 2. Looking at the reg2reg group, the worst path starts from pc_out[14]$_SDFFE_PN0P_. Looking at the setup timing report, the critical path kind is primary input to output port.

Synthesis
The number of flip-flops and latches in the synthesized netlist is 65. The number of cells in the yosys synthesis report is 315. The share of the Yosys chip area taken by registers is 0.448. After technology mapping, the gate count stands at 315. The mean area per synthesized cell is 9.21 um2. The post-synth area from yosys stat is 2900 um2. The number of unique standard cell types used by synthesis is 11.

The yosys synthesis warning count is 1. The synthesized cell area is 2900 um2.

Layout
The layout summary lists the proportion of cells stronger than drive strength 1 as 0.0362. The post-route standard cell area excluding fillers is 4360 um2. Counting the fill cells in the layout gives 376. The layout overhead on the synthesized area is 50.3%.

The most common logic cell in the routed design is sky130_fd_sc_hd__clkdlybuf4s50_1. Ranking logic cells in the layout by count gives the top entries sky130_fd_sc_hd__clkdlybuf4s50_1, sky130_fd_sc_hd__nand2_1, sky130_fd_sc_hd__dfxtp_1.

Power and ir drop
Of the total power, registers draw 0.501. Of the total power, the share spent switching nets is 0.222. Internal power comes to 1.11 mW. The leakage power of the design is 1.71 nW. The switching power is 0.317 mW. The share of total power dissipated in the clock network is 0.324. The power report attributes to the combinational group a share of 0.175.

The power density over the cells is 327 nW/um2. The worst-case IR drop observed on VDD is 0.000244 V. Overall power consumption after layout is estimated at 1.43 mW.

Global routing
The via count of the first global-routing pass came to 2207. The number of antenna violations at the first check in global routing is 0. The total routing usage reported by global routing is 0.201.

The maximum number of pins on one net before global-route repair is 65. The global-route wire length before repair is 9630 um. For this run the aggregate overflow at the end of global routing stands at 0.

Worst hold path
The type of the worst min-delay path is flop to flop. Per the hold report, the tightest min-delay path originates at pc_out[15]$_SDFFE_PN0P_. The end point of the most critical hold path is pc_out[15]$_SDFFE_PN0P_. The cell depth of the worst hold path is 2.

Placed design
The cell area after placement is 4210 um2. RePlAce ended its routability-driven mode at a weighted congestion of 0.763. Buffers placed on the I/O ports in this run total 163. The half-perimeter wire length after placement is 4280 um.

Clock network
The root buffer cell is sky130_fd_sc_hd__clkbuf_8. The number of buffers inserted for hold repair after clock tree synthesis is 0. Per the CTS log, the buffer count on the longest clock path is 2.

The total of cells resized after clock tree synthesis is 0. Buffers inserted during clock tree synthesis total 9. At the later pin of the worst-skew pair, clock insertion delay measures 0.32 ns.

The count of clock tree sinks is 65. The depth of the CTS H-tree is 3. The post-CTS setup buffer count is 0. TritonCTS built the clock tree. On the reported timing paths, the clock transition at the registers reads 0.06 ns.

Run status
The run finished with clean final reports.

Run
The max capacitance violation total is 0. The number of logged tool warnings is 26.
-- power by group through the flow --
stage / Combinational, mW / Clock [mW] / Sequential [mW]
6_report: 0.250 / 0.462 / 0.715
5_1_grt: 0.272 / 0.501 / 0.719
4_1_cts: 0.253 / 0.476 / 0.715
-- Yosys cell counts --
| cell | n | area share |
|---|---|---|
| sky130_fd_sc_hd__nor2b_4 | 1 | 0.0047 |
| sky130_fd_sc_hd__conb_1 | 1 | 0.0013 |
| sky130_fd_sc_hd__dfxtp_1 | 65 | 0.45 |
| sky130_fd_sc_hd__inv_1 | 1 | 0.0013 |
| sky130_fd_sc_hd__nand2_1 | 129 | 0.17 |
| sky130_fd_sc_hd__clkbuf_1 | 1 | 0.0013 |
| sky130_fd_sc_hd__buf_12 | 7 | 0.048 |
| sky130_fd_sc_hd__mux2i_1 | 64 | 0.22 |
| sky130_fd_sc_hd__buf_2 | 13 | 0.022 |
| sky130_fd_sc_hd__o21ai_0 | 1 | 0.0017 |
| sky130_fd_sc_hd__buf_4 | 32 | 0.083 |
-- cells by family (layout without fill, tap and decap cells) --
family | count (synthesis) | in the layout | share of synthesized area
other | 1 | 2 | 0.00129
AND/OR/NAND/NOR | 130 | 130 | 0.172
buffers and inverters | 54 | 180 | 0.156
flip-flops | 65 | 65 | 0.448
multiplexers | 64 | 64 | 0.221
AND-OR/OR-AND | 1 | 1 | 0.00172
-- layout make-up --
type | instances | area [um2] | area share
clock buffers | 12 | 145 | 0.0333
clock inverters | 1 | 5.00 | 0.00115
inverters | 1 | 3.75 | 0.000861
multi-input cells | 197 | 1150 | 0.264
flip-flops and latches | 65 | 1300 | 0.298
well taps | 72 | 90.1 | 0.0207
repair buffers | 166 | 1660 | 0.382
-- metrics by stage --
stage | hold slack [ns] | util | cells | worst slack [ns]
floorplan | 0.420 | - | 316 | 2.24
global placement | 0.440 | 0.760 | 501 | 1.34
detailed placement | 0.447 | 0.760 | 501 | 1.33
CTS | 0.458 | 0.787 | 514 | 1.33
global route | 0.468 | 0.787 | 514 | 1.26
finish | 0.456 | 0.787 | 514 | 1.34
-- worst max-delay path by stage --
stage | startpoint | to | slack, ns
after global routing | stall | read_enb | 1.26
final | stall | read_enb | 1.34
after CTS | stall | read_enb | 1.33
-- critical path, delay by kind of cell --
kind,cells,cell delay [ns]
buffers and inverters,3,1.00
-- per-layer routing --
layer,wire length [um],vias up,GRT usage
li1,-,1219,-
met5,0,-,0
met3,587,14,0.0697
met1,2670,1087,0.265
met4,148,0,0.0407
met2,2730,97,0.328
-- state kept, by name, summed over array words and instances, names as in the netlist --
name         cells
pc_out          32
fetch_ready      1
inst_out        32
Power is estimated from default activity; no workload was simulated.
